### design/flow/design.v
module register #(parameter WIDTH = 16) (
    input clock,
    input [WIDTH - 1 : 0] in,
    output logic [WIDTH - 1: 0] out);
    always_ff @(posedge clock) out = in;
endmodule
### design/flow/run.sh
#!/bin/bash
# OpenROAD 26Q1-2900-gdf79404cd8, Yosys 0.63+post, stock flow scripts
make -C /OpenROAD-flow-scripts/flow DESIGN_CONFIG=/design/flow/config.mk WORK_HOME=/design/flow/orfs finish
### design/flow/config.mk
export PLATFORM = sky130hd
export DESIGN_NAME = register
export DESIGN_NICKNAME = register
export VERILOG_FILES = /design/flow/design.v
export SDC_FILE = /design/flow/constraint.sdc
export NUM_CORES = 4
export LEC_CHECK = 1
export CORE_AREA = 10 10 70 70
export DIE_AREA = 0 0 80 80
### design/flow/constraint.sdc
current_design register

set clk_period 1.0
set clk_io_pct 0.2

create_clock -name clk0 -period $clk_period [get_ports {clock}]

set non_clock_inputs [all_inputs -no_clocks]
set_input_delay [expr $clk_period * $clk_io_pct] -clock clk0 $non_clock_inputs
set_output_delay [expr $clk_period * $clk_io_pct] -clock clk0 [all_outputs]
==> results.toml <==
# yosys + openroad results
[yosys]
ys_ff = 16
edf_count = 0
yosysMostFrequentCell = "dfxtp_1"
yosys_cells = 16
yosys_area_um2 = 320
syn_avg_cell_area_um2 = 20.0
synth-warning-count = 1
ys_seq_share_pct = 100
synthTopCellsByCount = "16 x dfxtp_1"
top_area_cell = "dfxtp_1"
synth.distinct_cells = 1
yosysTopAreaCellShare_pct = 100
ff_type = "dfxtp_1"
netlist_instances = 16
async_flop_share_pct = 0
netlist_area_um2 = 320
topCellsByArea = "dfxtp_1 100%"

[clock_network]
cts_buffers = 3
clock_path_buffers = 2
cts_hold_buffers = 0
clockRootBuffer = "clkbuf_4"
cts_tree = "done"
clkSlewWorstSetupHoldPaths_ns = 0.09
clock_sinks = 16
htree_levels = 1

[global_route]
grt-ovfl-total = 0
grt_max_degree = 10
first_global_vias = 307
grt_usage_pct = 3.29
grt_pass1_wl_um = 1640
antenna_found_initial = 0

[power]
vdd_drop_max_uv = 479
power.leakage_nw = 0.285
power_mw = 1.19
p_per_area_nw_per_um2 = 1790

[final_timing]
relSlewSlack_pct = 93.7
worst_slack_ns = 0.0870
rsz0062_at_grt = "no"
slew_violations = 0
min_period_ns = 0.913
hold_ws_ns = 0.345
hold_violations = 0
fmax_mhz = 1100
tightestPinTransition_ns = 0.0944
tns_ns = 0
setup_viol = 0
period_used_pct = 91.3

[floorplanning]
die_h_um = 80
rows = 21
chipArea_um2 = 6400
core_um2 = 3420
fp_util_pct = 9.38
ioPinCount = 33
die_w_um = 80

[cells_and_area]
seq_area_um2 = 329
comb_area_um2 = 0
area_delta_synth_final_pct = 107
logic_gate_count = 0
fin_util_pct = 19.4
largest_reg_flops = 16
fillers = 386
drive_gt1_share_pct = 51.9

[critical_path]
slowest_delay_ns = 0.32
critical_path_peak_fanout = 1
crit_chain = "buf_2"
crit_required_ns = 0.80
slowest_stage = "dfxtp_2"
crit_family = "flip-flops"
startpoint_type = "flip-flop"
cp.buffers_inverters = 1
worstPathArrival_ns = 0.71
worstSetupPathDepth = 1
critPathKind = "flip-flop to output pin"
end_kind = "output pin"

[detailed_routing]
wl_um = 1060
avgViaCountPerCell = 2.52
drc = 0
dr.pass1.iters = 2
ant_nets = 0
diodes = 0
drtIter0Drc = 1
avgRoutedWirePerCell_um = 10.8
vias = 247

[worst_hold_path]
min_path_cells = 1
hp-class = "primary input to flip-flop"

[flow_run]
warnings = 25
drv_cap = 0

[placement]
place_congestion = 0.686
preCtsSetupSlack_ns = 0.00983
port_buffers = 32

[status]
status = "complete, no violations"
per-stage QoR:
stage	instances	cell area (um2)
2_1_floorplan	16	320
3_3_place_gp	94	698
3_5_place_dp	94	698
4_1_cts	98	727
5_1_grt	98	663
6_report	98	663
per-layer routing:
layer  vias to the layer above  track usage, %  part of all wire, %
met5                         -               0                    0
met4                         0           0.880                 0.94
met3                         2            1.93                  7.8
met2                        10            5.54                   54
li1                        120               -                    -
met1                       115            3.39                   37
cells by family (layout without fill, tap and decap cells):
kind of cell	count (synthesis)	in the layout	synth area share, %
buffers and inverters	0	36	0
flip-flops	16	16	100
area by class of cell:
class | count | area share, %
sequential | 16 | 49.6
timing repair buffer | 32 | 36.2
tap | 46 | 8.68
clock buffer | 4 | 5.47
report_power, final:
part           switching [mW]  total, mW  internal (mW)  leakage, nW
Clock                   0.196      0.417          0.221       0.0210
Combinational          0.0130     0.0872         0.0742        0.129
Sequential            0.00794      0.682          0.674        0.135
cells in the final DEF (no fill, tap or decap):
cell type	count
dfxtp_1	9
buf_2	2
clkbuf_2	14
clkdlybuf4s50_1	16
clkbuf_8	1
dfxtp_2	7
clkbuf_4	3
path summary, 6_finish.rpt:
path | start | endpoint | slack, ns
setup / recovery | out[12] | out[12] | 0.09
hold / removal | in[12] | out[12] | 0.35
repair_timing:
item,in CTS,in global routing
hold endpoints to repair,0,0
setup buffers,0,0
pin swaps,0,0
gates resized,37,19
setup endpoints to repair,16,14
Power and IR drop assume default switching activity.

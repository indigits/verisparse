--- run.sh ---
#!/bin/bash
# OpenROAD 26Q1-2900-gdf79404cd8, Yosys 0.63+post, stock flow scripts
make -C /OpenROAD-flow-scripts/flow DESIGN_CONFIG=/design/flow/config.mk WORK_HOME=/design/flow/orfs finish
--- config.mk ---
export PLATFORM = sky130hd
export DESIGN_NAME = vs_up_down_counter
export DESIGN_NICKNAME = vs_up_down_counter
export VERILOG_FILES = /design/flow/design.v
export SDC_FILE = /design/flow/constraint.sdc
export NUM_CORES = 4
export LEC_CHECK = 1
export CORE_AREA = 10 10 73 73
export DIE_AREA = 0 0 83 83
--- constraint.sdc ---
current_design vs_up_down_counter

set clk_period 3.7
set clk_io_pct 0.2

create_clock -name clk0 -period $clk_period [get_ports {clock}]

set non_clock_inputs [all_inputs -no_clocks]
set_input_delay [expr $clk_period * $clk_io_pct] -clock clk0 $non_clock_inputs
set_output_delay [expr $clk_period * $clk_io_pct] -clock clk0 [all_outputs]
--- design.v ---
module vs_up_counter#(parameter N=8) (
    input logic clock,
    input logic reset_n,
    output logic [(N-1):0] out
    );
    always_ff@(posedge clock) begin
        if (~reset_n) begin
            out <= 0;
        end
        else begin
            out <= out + 1;
        end
    end
endmodule
module vs_up_down_counter #(parameter N=8) (
    input logic clock,
    input logic up,
    input logic reset_n,
    output logic [(N-1):0] out
    );
    always_ff@(posedge clock) begin
        if (~reset_n) begin
            out <= 0;
        end
        else if (up) begin
            out <= out + 1;
        end else begin
            out <= out - 1;
        end
    end
endmodule
==> flow_summary.json <==
{
  "run_status": "complete, no violations",
  "max_cap_viols": 0,
  "drive_gt1_frac": 0.0462,
  "number_of_global_route_vias_before_repair": 410,
  "max-slew-margin-rel": 0.749,
  "synth_seq_share": 0.323,
  "endpoint_type_of_the_worst_setup_path": "flip-flop",
  "criticalPathCategory": "primary input to flip-flop",
  "worstMarginPinSlew_ns": 0.374,
  "pre_cts_slack_ns": 1.02,
  "cts_post_setup_buffers_inserted": 0,
  "largest_register_ffs": 8,
  "final_cell_mix": "10 x clkdlybuf4s50_1, 8 x dfxtp_1, 6 x ha_1",
  "warning_count": 25,
  "timing.clock.skew_ns": 0.00397,
  "grt_max_degree": 12,
  "start_kind": "primary input",
  "nFillCells": 433,
  "die_boundary_width_microns": 83,
  "maxSlewViolCount": 0,
  "drt_wl_total_mm": 1.10,
  "biggest_regs": "out (8)",
  "placedCellCount": 110,
  "port_buffers": 10,
  "postCtsResizedCells": 0,
  "layout_min_cycle_time_ns": 2.46,
  "worst_path_setup_slack_after_routing_ns": 1.24,
  "postSynthCellCount": 53,
  "static-leakage-power_nw": 0.300,
  "p_per_area_nw_per_um2": 622,
  "clk_latency_ns": 0.22,
  "yosysUniqueCellTypes": 24,
  "fmax_ghz": 0.407,
  "rows": 22,
  "setup_viols_final": 0,
  "gp_congestion": 0.753,
  "avgViaCountPerCell": 3.65,
  "wire_length_of_the_first_global_routing_pass_mm": 1.93,
  "drtIter0Drc": 29,
  "synth_flops": 8,
  "antenna-diode-count": 0,
  "yosysWarnings": 1,
  "io-pin-count": 11,
  "antenna_found_initial": 0,
  "cts_htree_levels": 1,
  "wl_per_cell_microns": 9.74,
  "via_count": 413,
  "yosys_area_sq_um": 495,
  "tritoncts": "done",
  "hold_violations": 0,
  "remaining_drc_errors": 0,
  "mostFrequentLayoutCell": "clkdlybuf4s50_1",
  "worst-path-max-fanout": 7,
  "final_tns_setup_ns": 0,
  "hold_class": "flip-flop to flip-flop",
  "core-area_sq_um": 3740,
  "post_synth.cell_area_avg_sq_um": 9.35,
  "ys_cells": 53,
  "area.growth.synth_to_final_pct": 39.9,
  "critPathRequiredTime_ns": 3.82,
  "timing.critical_path.arrival_ns": 2.58,
  "floorplan.initialDensity": 0.132,
  "grt-ovfl-total": 0,
  "overall_track_demand_over_capacity_in_global_routing": 0.0333,
  "unrepaired_setup_endpoints_after_global_routing": "false",
  "drt_pass1_iterations": 5,
  "die_y_microns": 83,
  "netlist_area_sq_um": 495,
  "dp_hpwl_microns": 861,
  "number_of_antenna_violating_nets_in_the_routed_design": 0,
  "clk_pin_slew_ns": 0.04,
  "cts.sinks": 8,
  "cts_buffer_depth": 2,
  "ctsRootBufferMaster": "clkbuf_8",
  "cts-buffers-inserted": 3,
  "vdd_ir_drop_max_mv": 0.126,
  "cts_hold_repair.buffers": 0,
  "finalCritPeriodShare": 0.665,
  "fp.dieArea_sq_um": 6890,
  "post-layout-total-power_mw": 0.431,
  "final_worst_hold_slack_ns": 0.511,
  "finalNonFillerCells": 113,
  "largest_register": "out"
}
power by group:
| group | leakage, nW | internal, mW | switching, mW |
|---|---|---|---|
| combinational | 0.212 | 0.114 | 0.0854 |
| clock | 0.0216 | 0.0702 | 0.0316 |
| sequential | 0.0668 | 0.113 | 0.0162 |
| total | 0.300 | 0.298 | 0.133 |
through the flow:
step	cell area (sq um)	util
finish	693	0.185
global placement	652	0.174
detailed placement	652	0.174
global route	693	0.185
floorplan	495	-
CTS	693	0.185
Yosys cell counts (all sizes together):
cell type / number / area share
nand4: 2 / 0.025
nor2b: 1 / 0.013
clkbuf: 1 / 0.0076
o21ai: 2 / 0.020
o211ai: 1 / 0.015
a31oi: 2 / 0.025
nor2: 1 / 0.0076
dfxtp: 8 / 0.32
xor2: 2 / 0.035
nand3: 3 / 0.030
xnor2: 1 / 0.018
ha: 6 / 0.15
a211oi: 2 / 0.030
fa: 1 / 0.040
and2: 3 / 0.038
a21o: 4 / 0.061
inv: 3 / 0.023
nand3b: 1 / 0.015
a21oi: 4 / 0.040
o21bai: 1 / 0.015
or3: 1 / 0.013
nor4b: 1 / 0.018
and3b: 2 / 0.035
kinds of logic (layout without fill, tap and decap cells):
logic type	after synthesis	count (layout)	synth area share
AND-OR/OR-AND	16	16	0.207
XOR/XNOR	3	3	0.0530
adder cells (fa/ha/maj)	7	7	0.192
buffers and inverters	4	16	0.0303
flip-flops	8	8	0.323
AND/OR/NAND/NOR	15	15	0.194
routing by layer:
metal	GRT usage	part of all wire	routed length [microns]
met1	0.0411	0.46	502
met2	0.0482	0.44	482
met3	0.0226	0.097	107
met4	0.00308	0.0073	8
met5	0	0	0
final timing paths:
check                           startpoint      to  slack (ns)  depth (start not counted)
worst max register to register      out[1]  out[7]        2.14                          5
worst min register to register      out[0]  out[0]        0.51                          1
worst min-delay path                out[0]  out[0]        0.51                          1
worst max-delay path                    up  out[7]        1.24                          7
final cells by class:
class / instances / area (sq um) / share of cell area
Timing Repair Buffer: 10 / 100 / 0.144
Inverter: 3 / 11.3 / 0.0162
Clock buffer: 3 / 41.3 / 0.0596
Multi-Input combinational cell: 41 / 320 / 0.462
Sequential cell: 8 / 160 / 0.231
Tap cell: 48 / 60.1 / 0.0866
critical path: stages:
cell,delay (ns)
clkdlybuf4s50_1,0.49
inv_1,0.16
ha_1,0.40
o21ai_1,0.10
or3_1,0.38
a21oi_1,0.13
and3b_1,0.18
Power is estimated from default activity; no workload was simulated.
